==> design.v <==
module alu(
        input wire cin,
        input wire [15:0] alu_a,
        input wire [15:0] alu_b,
        input wire [3:0] alu_func,
        output reg [15:0] alu_out,
        output reg c,
        output reg z,
        output reg v,
        output reg s
    );
    reg [31:0] mul_temp;     
    always @(*) begin : P1
        integer I1;
        reg [15:0] temp1, temp2, temp3;
        reg [31:0] res32;    
        temp1 = {15'b000000000000000,cin};
        case(alu_func)
            4'b0000 : begin
                temp2 = alu_b + alu_a + temp1;
            end
            4'b0001 : begin
                temp2 = alu_b - alu_a - temp1;
            end
            4'b0010 : begin
                temp2 = alu_a & alu_b;
            end
            4'b0011 : begin
                temp2 = alu_a | alu_b;
            end
            4'b0100 : begin
                temp2 = alu_a ^ alu_b;
            end
            4'b0101 : begin     
                res32 = {alu_b,16'b0000_0000_0000_0000} << alu_a[3:0];     
                temp2 = res32[31:16];    
            end
            4'b0110 : begin    
                res32 = {16'b0000_0000_0000_0000,alu_b} >> alu_a[3:0];     
                temp2 = res32[15:0];    
            end
            4'b0111 : begin      
                temp2 = ~alu_b;
            end
            4'b1000 : begin      
                temp2 = alu_b / alu_a;
            end
            4'b1001 :  begin     
                mul_temp = alu_b * alu_a;
                temp2 = mul_temp[15:0];
            end
            4'b1010 : begin      
                res32 = {alu_b,alu_b} << alu_a[3:0];     
                temp2 = res32[31:16];    
            end
            4'b1011 : begin      
                res32 = {alu_b,alu_b} >> alu_a[3:0];     
                temp2 = res32[15:0];    
            end
            4'b1100 : begin      
                case(alu_b[15])
                    1'b1 : begin
                        res32 = {16'b1111_1111_1111_1111,alu_b} >> alu_a[3:0];     
                        temp2 = res32[15:0];    
                    end
                    1'b0 : begin
                        res32 = {16'b0000_0000_0000_0000,alu_b} >> alu_a[3:0];     
                        temp2 = res32[15:0];    
                    end
                endcase
            end
            4'b1101 : begin : RBIT   
                for(I1 = 0; I1 < 16; I1 = I1 + 1) begin
                    temp2[I1] = alu_b[15-I1];
                end
            end
            4'b1110 : begin      
                temp2 = {alu_b[7:0],alu_b[15:8]};
            end
            default : begin
                temp2 = 16'b0000000000000000;
            end
        endcase
        alu_out <= temp2;
        if(temp2 == 16'b0000000000000000) begin
            z <= 1'b1;
        end
        else begin
            z <= 1'b0;
        end
        if(temp2[15] == 1'b1) begin
            s <= 1'b1;
        end
        else begin
            s <= 1'b0;
        end
        case(alu_func)   
            4'b0000 : begin
                if((alu_a[15] == 1'b1 && alu_b[15] == 1'b1 && temp2[15] == 1'b0) || (alu_a[15] == 1'b0 && alu_b[15] == 1'b0 && temp2[15] == 1'b1)) begin
                    v <= 1'b1;
                end
                else begin
                    v <= 1'b0;
                end
            end
            4'b0001 : begin
                if((alu_a[15] == 1'b1 && alu_b[15] == 1'b0 && temp2[15] == 1'b1) || (alu_a[15] == 1'b0 && alu_b[15] == 1'b1 && temp2[15] == 1'b0)) begin
                    v <= 1'b1;
                end
                else begin
                    v <= 1'b0;
                end
            end
            4'b1001 : begin      
                if((mul_temp[31:16] && 16'b1111_1111_1111_1111) != 0) begin
                    v <= 1'b1;
                end
                else begin
                    v <= 1'b0;
                end
            end
            default : begin
                v <= 1'b0;
            end
        endcase
        case(alu_func)
            4'b0000 : begin
                temp3 = 16'b1111111111111111 - alu_b - temp1;
                if(temp3 < alu_a) begin
                    c <= 1'b1;
                end
                else begin
                    c <= 1'b0;
                end
            end
            4'b0001 : begin
                if(alu_b < alu_a) begin
                    c <= 1'b1;
                end
                else begin
                    c <= 1'b0;
                end
            end
            4'b0101 : begin
                c <= alu_b[15];
            end
            4'b0110 : begin
                c <= alu_b[0];
            end
            4'b1100 : begin      
                c <= alu_b[0];
            end
            default : begin
                c <= 1'b0;
            end
        endcase
    end
endmodule
==> run.sh <==
#!/bin/bash
# OpenROAD 26Q1-2900-gdf79404cd8, Yosys 0.63+post, stock flow scripts
make -C /OpenROAD-flow-scripts/flow DESIGN_CONFIG=/design/flow/config.mk WORK_HOME=/design/flow/orfs finish
==> config.mk <==
export PLATFORM = sky130hd
export DESIGN_NAME = alu
export DESIGN_NICKNAME = alu
export VERILOG_FILES = /design/flow/design.v
export SDC_FILE = /design/flow/constraint.sdc
export NUM_CORES = 4
export LEC_CHECK = 1
export CORE_UTILIZATION = 30
==> constraint.sdc <==
current_design alu

set clk_period 108.7
set clk_io_pct 0.2

create_clock -name clk0 -period $clk_period

set non_clock_inputs [all_inputs -no_clocks]
set_input_delay [expr $clk_period * $clk_io_pct] -clock clk0 $non_clock_inputs
set_output_delay [expr $clk_period * $clk_io_pct] -clock clk0 [all_outputs]
==> impl_metrics.tcl <==
# yosys + openroad results
set metrics [dict create \
    fin_ws_ns 32.74 \
    gp_congestion 1.06 \
    design_area_mm2 0.0232 \
    drt-initial-drc-count 1863 \
    nClkBuffers 0 \
    period_used_share 0.699 \
    p_int_uw 182 \
    yosysCellCount 2854 \
    synth_warnings 1 \
    die_h_um 270 \
    viasPerCell 5.65 \
    slew_headroom 0.324 \
    antenna_found_initial 4 \
    crit_path_max_fanout 19 \
    die_w_um 270 \
    synth_chip_area_mm2 0.0215 \
    leakagePower_nw 10.4 \
    crit_arrival_ns 54.22 \
    common_cells "368 x nor2_1, 338 x ha_1, 331 x inv_1, 235 x nand2_1, 198 x fa_1" \
    ys_seq_frac 0 \
    placed_area_mm2 0.0232 \
    swShare 0.629 \
    clock_power_share 0 \
    max_freq_ghz 0.0132 \
    drv_slew 0 \
    flop_area_um2 0 \
    dr.pass1.iters 6 \
    maxCapViolCount 0 \
    ys_sh_mux 0.0536 \
    grt_pass1_wl_mm 125 \
    setup_viol 0 \
    synthCells 2854 \
    finalNonFillerCells 3777 \
    holdWs_ns 45.17 \
    drive_gt1_frac 0.0691 \
    cp-end-kind "output port" \
    dp_hpwl_mm 63.3 \
    synth.logic.top_family "adder cells" \
    crit_required_ns 86.96 \
    hold_path_end "alu_out[9]" \
    crit_path_max_incr_delay_ns 0.67 \
    rows 97 \
    fin_setup_tns_ns 0 \
    hold_path_class "input port to output port" \
    p_switching_uw 309 \
    seq_power_share 0 \
    power.total_uw 490 \
    portBuffers 57 \
    post_cts_buffers 0 \
    yosys.area.top_type "ha_1" \
    holdPathStages 6 \
    worst_pin_slew_ns 0.988 \
    die-area_mm2 0.0728 \
    core_mm2 0.0705 \
    dr.max_layer_used "met5" \
    yosys.area_share.simple 0.201 \
    grt_use_total 0.228 \
    power.density_mw_per_mm2 21.2 \
    wire_per_inst_um 21.8 \
    fp-utilization 0.305 \
    ir_drop_uv 42.4 \
    worst_path_most_repeated_cell "ha_1" \
    grt-ovfl-total 0 \
    path_class "input port to output port" \
    final_core_util 0.329 \
    p_comb_frac 1.000 \
    cp_slowest_cell "clkdlybuf4s50_1" \
    area_leaders "ha_1 20%, fa_1 18%, nor2_1 6.4%, inv_1 5.8%, nand2_1 4.1%" \
    synth_top_cell_by_count "nor2_1" \
    hp-start "alu_func[2]" \
    wl_met2_mm 34.3 \
    dr_wl_met3_mm 9.56 \
    synth_area_mm2 0.0215 \
    grt_pass1_vias 20100 \
    synth_cell_types 118 \
    met1_length_mm 35.5 \
    log.warning_count 85 \
    hold_viol_final 0 \
    status "finished, final reports clean" \
    cts_resized 0 \
    wl_mm 82.2 \
    ios 57 \
    area_growth_pct 7.71 \
    dp_slack_ns 33.47 \
    num_antenna_cells 0 \
    yosys.area_share.aoi 0.225 \
    finalCriticalPeriod_ns 75.96 \
    drc 0 \
    num_vias 21300 \
    rsz0062_at_grt "false" \
    dpl.cell_count 3777 \
    synthXorXnorAreaFrac 0.0484 \
    grt_max_degree 47 \
    crit_path_start_kind "input port" \
    ff_count 0 \
    syn_area_per_cell_um2 7.54 \
    ys_sh_adder 0.381 \
    hold_buffers 0 \
    yosysTopAreaCellShare 0.197 \
    ant_nets 0 \
]
==> metal layers <==
layer,global-route usage,up-vias
li1,-,9936
met1,0.333,10100
met2,0.327,1093
met3,0.0740,184
met4,0.0606,8
met5,0,-
==> worst max-delay path by stage <==
stage	start	end	slack [ns]
4_1_cts	alu_a[12]	z	33.31
5_1_grt	alu_a[15]	z	30.21
6_report	alu_a[15]	z	32.74
==> cell type report <==
type                            instances  area (µm²)
Fill cell                            7477       47300
Multi-Input combinational cell       2361       19600
Inverter                              342        1280
Tap cell                              940        1180
Timing Repair Buffer                  134        1140
==> worst max-delay path, delay by kind of cell <==
| kind | cells | cell delay, ns |
|---|---|---|
| AOI/OAI and AO/OA | 62 | 15.43 |
| and+or+nand+nor | 32 | 7.97 |
| adders and majority gates | 15 | 4.74 |
| muxes | 6 | 2.32 |
| buffers and inverters | 8 | 1.98 |
==> power by group through the flow <==
stage | clock network (mW) | registers, mW | logic (mW)
6_report | 0 | 0 | 0.490
4_1_cts | 0 | 0 | 0.485
5_1_grt | 0 | 0 | 0.546
==> cell families (layout without fill, tap and decap cells) <==
group | after synthesis | count (layout)
buffers and inverters | 493 | 476
adder cells (fa/ha/maj) | 536 | 536
XOR/XNOR | 119 | 119
AND-OR/OR-AND | 693 | 693
multiplexers | 92 | 92
AND/OR/NAND/NOR | 921 | 921
==> placed cells by master, fill, tap and decap left out, types with 21 or more instances in the layout <==
cell and instances:
nor3_1 64, o211ai_1 49, a21o_1 38, a21oi_1 157
mux2_2 28, nor2_1 368, xor2_1 49, nand4_1 21
o21ai_0 131, ha_1 338, and2_1 21, inv_1 329
nand2_1 235, clkdlybuf4s50_1 55, a211oi_1 32, a31oi_1 26
o21a_1 31, mux2i_1 47, fa_1 198, nand3_1 44
xnor2_1 70, buf_4 77, nand2b_1 32
Power and IR drop assume default switching activity.
