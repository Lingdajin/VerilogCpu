==> design/flow/design.v <==
module div #(
  parameter       L_DIVN      =   16        , 
  parameter       L_DIVR      =   16          
)(
  input                  clk       , 
  input                   rst_n      , 
  input                   start       , 
  input        [L_DIVN - 1 : 0]  dividend    , 
  input        [L_DIVR - 1 : 0]  divisor      , 
  output   reg               ready      , 
  output   reg               error      , 
  output  reg                quotient_vld  , 
  output  reg     [L_DIVR - 1 : 0]  remainder    , 
  output  reg      [L_DIVN - 1 : 0]  quotient       
);  
  localparam          L_CNT       =   clogb2(L_DIVN)  ; 
  localparam       IDLE       =   3'b001      ; 
  localparam       ADIVR      =   3'b010      ; 
  localparam       DIV        =   3'b100      ; 
  reg                   vld        ; 
  reg          [2 : 0]        state_c      ; 
  reg          [2 : 0]        state_n      ; 
  reg          [L_DIVN : 0]    dividend_r    ; 
  reg          [L_DIVR - 1 : 0]  divisor_r     ; 
  reg          [L_DIVN - 1 : 0]  quotient_r     ; 
  reg          [L_CNT - 1 : 0]    shift_dividend  ; 
  reg          [L_CNT - 1 : 0]    shift_divisor  ; 
  wire         [L_DIVR : 0]     comparison    ; 
  wire                     max        ; 
  function integer clogb2(input integer depth);begin
    if(depth == 0)
      clogb2 = 1;
    else if(depth != 0)
      for(clogb2=0 ; depth>0 ; clogb2=clogb2+1)
        depth=depth >> 1;
    end
  endfunction
  assign max = (shift_dividend == (L_DIVN - L_DIVR) + shift_divisor);
  assign comparison = ((divisor[L_DIVR-1] == 0) && ((state_c == ADIVR))) ? 
        dividend_r[L_DIVN : L_DIVN - L_DIVR] - {divisor_r[L_DIVR-2 : 0],1'b0} : 
        dividend_r[L_DIVN : L_DIVN - L_DIVR] - divisor_r; 
  always@(posedge clk or negedge rst_n)begin
    if(rst_n==1'b0)begin 
      state_c <= IDLE;
    end
    else begin 
      state_c <= state_n;
    end
  end
  always@(*)begin
    case(state_c)
      IDLE : begin 
        if(start & (dividend != 0) & (divisor != 0))begin
          state_n = ADIVR;
        end
        else begin 
          state_n = state_c;
        end
      end
      ADIVR : begin 
        if(divisor_r[L_DIVR-1] | comparison[L_DIVR])begin
          state_n = DIV;
        end
        else begin
          state_n = state_c;
        end
      end
      DIV : begin
        if(max)begin 
          state_n = IDLE;
        end
        else begin
          state_n = state_c;
        end
      end
      default : begin 
        state_n = IDLE;
      end
    endcase
  end
  always@(posedge clk or negedge rst_n)begin
    if(rst_n==1'b0)begin 
      divisor_r <= 0;
      dividend_r <= 0;
      quotient_r <= 0;
      shift_divisor <= 0;
      shift_dividend <= 0;
    end 
    else if(state_c == IDLE && start && (dividend != 0) & (divisor != 0))begin
      dividend_r <= dividend; 
      divisor_r <= divisor; 
      quotient_r <= 0; 
      shift_dividend <= 0; 
      shift_divisor <= 0;  
    end 
    else if(state_c == ADIVR && (~comparison[L_DIVR]) && (~divisor_r[L_DIVR-1]))begin
      divisor_r <= divisor_r << 1; 
      shift_divisor <= shift_divisor + 1; 
    end
    else if(state_c == DIV)begin 
      if(comparison[L_DIVR] && (~max))begin 
        dividend_r <= dividend_r << 1; 
        quotient_r <= quotient_r << 1; 
        shift_dividend <= shift_dividend + 1; 
      end
      else if(~comparison[L_DIVR])begin 
        dividend_r[L_DIVN : L_DIVN - L_DIVR] <= comparison; 
        quotient_r[0] <= 1; 
      end
    end
  end
  always@(posedge clk)begin
    vld <= (state_c == DIV) && (state_n == IDLE);
  end
  always@(posedge clk or negedge rst_n)begin
    if(rst_n==1'b0)begin 
      quotient <= 0;
      remainder <= 0;
      quotient_vld <= 1'b0;
    end 
    else if(state_c == IDLE && start && ((dividend== 0) || (divisor==0)))begin
      quotient <= 0;
      remainder <= 0;
      quotient_vld <= 1'b1;
    end
    else if(vld)begin 
      quotient <= quotient_r; 
      quotient_vld <= 1'b1; 
      remainder <= (dividend_r[L_DIVN - 1 : 0]) >> shift_dividend;
    end
    else begin
      quotient_vld <= 1'b0;
    end
  end
  always@(posedge clk or negedge rst_n)begin
    if(rst_n==1'b0)begin 
      error <= 1'b0;
    end
    else if(state_c == IDLE && start)begin
      if(divisor==0) 
        error <= 1'b1;
      else 
        error <= 1'b0;
    end
  end
  always@(*)begin
    if(start || state_c != IDLE || vld)
      ready = 1'b0;
    else 
      ready = 1'b1;
  end
endmodule
==> design/flow/run.sh <==
#!/bin/bash
# OpenROAD 26Q1-2900-gdf79404cd8, Yosys 0.63+post, stock flow scripts
make -C /OpenROAD-flow-scripts/flow DESIGN_CONFIG=/design/flow/config.mk WORK_HOME=/design/flow/orfs finish
==> design/flow/config.mk <==
export PLATFORM = sky130hd
export DESIGN_NAME = div
export DESIGN_NICKNAME = div
export VERILOG_FILES = /design/flow/design.v
export SDC_FILE = /design/flow/constraint.sdc
export NUM_CORES = 4
export LEC_CHECK = 1
export CORE_UTILIZATION = 30
==> design/flow/constraint.sdc <==
current_design div

set clk_period 12.1
set clk_io_pct 0.2

create_clock -name clk0 -period $clk_period [get_ports {clk}]

set non_clock_inputs [all_inputs -no_clocks]
set_input_delay [expr $clk_period * $clk_io_pct] -clock clk0 $non_clock_inputs
set_output_delay [expr $clk_period * $clk_io_pct] -clock clk0 [all_outputs]
==> notes.md <==
Implementation status.

- The flow ran to the end, and the final reports show no timing, DRC or antenna violations.
- Logged for this run, the post-placement worst setup slack is 5.96 ns.
- The synthesized instance count is 734.
- For the worst reg-to-reg path, the startpoint reported by OpenROAD is dividend_r[0]$_DFFE_PN0P_.
- The post-detailed-placement half-perimeter wirelength is 12,700 um.
- Detailed routing inserted a total of 5,565 vias.
- For the pin with the worst max-slew slack, the measured transition is 0.747 ns.
- Pin placement for this block handled 70 I/O pins.
- The via density per instance is 5.20.
- The main area contributors are sky130_fd_sc_hd__dfrtp_1 37%, sky130_fd_sc_hd__mux2i_1 7.4%, sky130_fd_sc_hd__ha_1 6.3%, sky130_fd_sc_hd__nor2_1 5.4%, sky130_fd_sc_hd__nand2_1 5.0%.
- The post-layout worst setup margin is 5.96 ns.
- TritonCTS reports the number of clock sinks as 97.
- The clock reaches the later pin of the worst-skew pair after 0.36 ns.
- The detailed router reported a total wirelength of 17,200 um.
- Looking at the clock tree report, the root buffer type is sky130_fd_sc_hd__clkbuf_16.
- The post-cts sizing count is 0.
- The via count of the first global-routing pass was 5,351.
- For this design, the CTS-stage hold fixing added 0 buffers.
- The synthesized netlist devotes 19.9% of its cell area to compound gates.
- For reference, the mux area share after synthesis is 9.63%.
- During placement, the flow inserted port buffers numbering 69.
- The final timing report lists clock skew as 0.00994 ns.
- Per the post-route antenna check, the number of violating nets is 0.
- After synthesis, the mean cell area works out to 8.87 sq um.
- The post-layout minimum cycle time is 6.14 ns.
- After detailed routing, the number of remaining DRC violations is 0.
- The area fraction in full adders, half adders and majority gates is 6.95%.
- The most used flip-flop cell after synthesis is sky130_fd_sc_hd__dfrtp_1.
- The OpenROAD warning count is 25.
- Entering global routing, the biggest net connects 60 pins.
- The required time reported for the critical path endpoint is 9.68 ns.
- The floorplan utilization is 30.8%.
- The data arrival time of the critical path is 3.72 ns.
- The mapped netlist covers 6510 sq um.
- The overall global routing resource usage is 16.6%.
- The final worst-path cycle share is 50.7%.
- The startpoint type of the worst setup path is an input pin.
- The starting DRC count in detailed routing is 338.
- Counting instances in the post-synthesis netlist gives the leading cell types as 95 x sky130_fd_sc_hd__dfrtp_1, 93 x sky130_fd_sc_hd__nor2_1, 87 x sky130_fd_sc_hd__nand2_1.
- The async set or reset register ratio after synthesis is 99.0%.
- After routing the design area is 7800 sq um.
- Once layout is complete, the cells apart from fillers number 1,070.
- The count of endpoints failing setup in the final report is 0.
- The peak supply drop is 0.126 mV.
- In the final routed layout, each cell accounts on average for 16.1 um.
- The post-CTS setup-driven buffer insertion count is 0.
- The area figure in the yosys stat output is 6510 sq um.
- The cell count after placement is 1,054.
- For this run the aggregate overflow at the end of global routing stands at 0.
- The final number of max-transition violations is 0.
- Summing the areas of all and, or, nand and nor instances in the mapped netlist gives 17.4% of the synthesized area.
- The dominant non-sequential cell family after synthesis is AND-OR/OR-AND gates.
- The fmax is 0.163 GHz.
- The number of diodes added for antenna fixing is 0.
- The tightest min-delay check is of the reg2reg type.
- The height of the die is 149 um.
- The die area is 22,300 sq um.
- The cell total in the yosys stat output is 734.
- The fraction of layout cells with a size suffix above 1 is 6.92%.
- The worst hold path begins at state_c[0]$_DFF_PN1_.
- The number of antenna violations at the first check in global routing is 0.
- Along the worst hold path, the cell count comes to 2.
- The flip-flop and latch count after synthesis is 97.
- TritonCTS built the clock tree.
- The count of different cell masters after synthesis is 65.
- The first global-routing pass estimated 28,600 um of wire.
- The clock buffer count from CTS is 9.
- The final weighted congestion recorded by global placement is 0.964.
- The startpoint-to-endpoint class of the critical path is in2out.
- Among all cell types in the netlist, the one instantiated most often is sky130_fd_sc_hd__dfrtp_1.
- The relative max-transition margin is 50.0%.
- In this run the number of H-tree levels came out at 3.
- The worst setup slack for register-to-register paths is 8.65 ns.
- The post-synthesis to final-layout area growth is 19.8%.
- The post-synth count of flops with an enable pin is 0.
- Warnings reported by Yosys during synthesis add up to 1.
- In this run, the synthesized area fraction spent on xor and xnor cells is recorded as 4.71%.
- Setup repair after global routing left no endpoint under its margin.
- The worst reg-to-reg path cell count is 13.
- The die boundary width is 149 um.
- The leakage power total is 3.49 nW.
- The library cell occupying the most area in the post-synthesis netlist is sky130_fd_sc_hd__dfrtp_1.
- The largest fanout of any net on the critical path is 4.
- In the final timing run, aggregate negative setup slack is 0 ns.
- The hold-critical path endpoint is state_c[0]$_DFF_PN1_.
- The placed cell area is 7480 sq um.
- The buffer levels on the longest clock path is 2.
- The top-area cell type share of the netlist area is 36.5%.
- In the Yosys report, the sequential cells make up 37.2% of the chip area.
- The number of maximum-capacitance violations is 0.
- The capture instance of the worst register-to-register path is dividend_r[0]$_DFFE_PN0P_.
- On the reported timing paths, the clock transition at the registers reads 0.07 ns.
- For this design the ratio of total power to cell area is 310 nW/um^2.
- Before antenna repair, the detailed router went through 4 iterations.
- STA classifies the critical path endpoint as an output pin.
- The core box area is 21,200 sq um.
- The initialized floorplan defines 53 standard-cell rows.
- Hold-check failures listed in the final report amount to 0.
[flip-flops by register name, summed over array words and instances, names as in the netlist]
signal,count
quotient,16
error,1
vld,1
dividend_r,17
remainder,16
quotient_vld,1
divisor_r,16
shift_divisor,5
shift_dividend,5
quotient_r,16
state_c,3
[where the power goes]
| group | internal (mW) | switching, mW | leakage (nW) |
|---|---|---|---|
| clock | 0.184 | 0.132 | 0.156 |
| sequential | 0.429 | 0.133 | 1.23 |
| combinational | 0.698 | 0.840 | 2.11 |
| total | 1.31 | 1.10 | 3.49 |
[worst max path at each step]
stage / to / start / cells after the start
finish: ready / start / 3
global route: ready / start / 3
CTS: ready / start / 3
[critical path: stages]
cell	delay, ns
sky130_fd_sc_hd__clkdlybuf4s50_1	0.46
sky130_fd_sc_hd__nor4_1	0.32
sky130_fd_sc_hd__clkdlybuf4s50_1	0.52
[cell families after synthesis]
family | count (synthesis)
compound gates | 191
xor+xnor | 35
fa+ha+maj | 35
buf+inv | 67
flops | 97
mux | 58
simple gates | 251
[metal layers]
| layer | vias up | share of wire [%] | GRT usage [%] |
|---|---|---|---|
| li1 | 2761 | - | - |
| met1 | 2653 | 52 | 27.3 |
| met2 | 135 | 42 | 23.7 |
| met3 | 16 | 5.2 | 2.96 |
| met4 | 0 | 1.2 | 1.73 |
| met5 | - | 0 | 0 |
[cell usage in the layout (no fill, tap or decap), types with 5 or more instances in the layout]
cell type / n
sky130_fd_sc_hd__a211oi_1: 6
sky130_fd_sc_hd__a21o_1: 10
sky130_fd_sc_hd__a21oi_1: 33
sky130_fd_sc_hd__a22o_1: 16
sky130_fd_sc_hd__a31oi_1: 25
sky130_fd_sc_hd__buf_4: 13
sky130_fd_sc_hd__clkbuf_16: 9
sky130_fd_sc_hd__clkdlybuf4s50_1: 68
sky130_fd_sc_hd__dfrtp_1: 95
sky130_fd_sc_hd__ha_1: 33
sky130_fd_sc_hd__inv_1: 30
sky130_fd_sc_hd__mux2_2: 7
sky130_fd_sc_hd__mux2i_1: 48
sky130_fd_sc_hd__nand2_1: 87
sky130_fd_sc_hd__nand2b_1: 9
sky130_fd_sc_hd__nand3_1: 10
sky130_fd_sc_hd__nand4_1: 12
sky130_fd_sc_hd__nor2_1: 92
sky130_fd_sc_hd__nor2b_1: 5
sky130_fd_sc_hd__nor3_1: 7
sky130_fd_sc_hd__nor4_1: 10
sky130_fd_sc_hd__o211ai_1: 14
sky130_fd_sc_hd__o21a_1: 5
sky130_fd_sc_hd__o21ai_0: 37
sky130_fd_sc_hd__o21bai_1: 5
sky130_fd_sc_hd__o22ai_1: 8
sky130_fd_sc_hd__xnor2_1: 20
sky130_fd_sc_hd__xor2_1: 15
[metrics by stage]
| stage | utilization (%) | total power [mW] | hold WS, ns |
|---|---|---|---|
| after floorplan | - | 1.69 | 0.426 |
| after global placement | 35.3 | 2.09 | 0.461 |
| after detailed placement | 35.3 | 2.09 | 0.472 |
| after CTS | 36.9 | 2.42 | 0.483 |
| after global routing | 36.9 | 2.65 | 0.490 |
| final | 36.9 | 2.42 | 0.481 |
[cell type report]
| type | count | area [sq um] |
|---|---|---|
| fill | 2152 | 13400 |
| multi-input combinational | 570 | 3810 |
| sequential | 97 | 2420 |
| timing repair buffer | 81 | 778 |
| tap | 275 | 344 |
| clock buffer | 10 | 229 |
| inverter | 31 | 116 |
| clock inverter | 6 | 96.3 |
Power figures rest on the tool's default switching activity, not on a simulated workload.
