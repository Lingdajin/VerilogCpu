<file path="flow/config.mk">
export PLATFORM = sky130hd
export DESIGN_NAME = reg_mux
export DESIGN_NICKNAME = reg_mux
export VERILOG_FILES = /design/flow/design.v
export SDC_FILE = /design/flow/constraint.sdc
export NUM_CORES = 4
export LEC_CHECK = 1
export CORE_AREA = 10 10 168 168
export DIE_AREA = 0 0 178 178
</file>
<file path="flow/constraint.sdc">
current_design reg_mux

set clk_period 5.0
set clk_io_pct 0.2

create_clock -name clk0 -period $clk_period

set non_clock_inputs [all_inputs -no_clocks]
set_input_delay [expr $clk_period * $clk_io_pct] -clock clk0 $non_clock_inputs
set_output_delay [expr $clk_period * $clk_io_pct] -clock clk0 [all_outputs]
</file>
<file path="flow/design.v">
module reg_mux(
        input wire [15:0] reg_0,
        input wire [15:0] reg_1,
        input wire [15:0] reg_2,
        input wire [15:0] reg_3,
        input wire [15:0] reg_4,
        input wire [15:0] reg_5,
        input wire [15:0] reg_6,
        input wire [15:0] reg_7,
        input wire [15:0] reg_8,
        input wire [15:0] reg_9,
        input wire [15:0] reg_a,
        input wire [15:0] reg_b,
        input wire [15:0] reg_c,
        input wire [15:0] reg_d,
        input wire [15:0] reg_e,
        input wire [15:0] reg_f,
        input wire [3:0] dest_reg,
        input wire [3:0] sour_reg,
        input wire [3:0] reg_sel,
        input wire en,
        output reg en_0,
        output reg en_1,
        output reg en_2,
        output reg en_3,
        output reg en_4,
        output reg en_5,
        output reg en_6,
        output reg en_7,
        output reg en_8,
        output reg en_9,
        output reg en_a,
        output reg en_b,
        output reg en_c,
        output reg en_d,
        output reg en_e,
        output reg en_f,
        output reg [15:0] dr,
        output reg [15:0] sr,
        output reg [15:0] reg_out
    );
    always @(dest_reg, sour_reg, reg_sel, reg_0, reg_1, reg_2, reg_3, reg_4, reg_5, reg_6, reg_7, reg_8, reg_9, reg_a, reg_b, reg_c, reg_d, reg_e, reg_f, en) begin : P1
        reg [15:0] temp;
        case(dest_reg)
            4'b0000 : begin
                dr <= reg_0;
                temp = 16'b0000000000000001;
            end
            4'b0001 : begin
                dr <= reg_1;
                temp = 16'b0000000000000010;
            end
            4'b0010 : begin
                dr <= reg_2;
                temp = 16'b0000000000000100;
            end
            4'b0011 : begin
                dr <= reg_3;
                temp = 16'b0000000000001000;
            end
            4'b0100 : begin
                dr <= reg_4;
                temp = 16'b0000000000010000;
            end
            4'b0101 : begin
                dr <= reg_5;
                temp = 16'b0000000000100000;
            end
            4'b0110 : begin
                dr <= reg_6;
                temp = 16'b0000000001000000;
            end
            4'b0111 : begin
                dr <= reg_7;
                temp = 16'b0000000010000000;
            end
            4'b1000 : begin
                dr <= reg_8;
                temp = 16'b0000000100000000;
            end
            4'b1001 : begin
                dr <= reg_9;
                temp = 16'b0000001000000000;
            end
            4'b1010 : begin
                dr <= reg_a;
                temp = 16'b0000010000000000;
            end
            4'b1011 : begin
                dr <= reg_b;
                temp = 16'b0000100000000000;
            end
            4'b1100 : begin
                dr <= reg_c;
                temp = 16'b0001000000000000;
            end
            4'b1101 : begin
                dr <= reg_d;
                temp = 16'b0010000000000000;
            end
            4'b1110 : begin
                dr <= reg_e;
                temp = 16'b0100000000000000;
            end
            4'b1111 : begin
                dr <= reg_f;
                temp = 16'b1000000000000000;
            end
        endcase
        if(en == 1'b0) begin
            temp = 16'b0000000000000000;
        end
        en_0 <= temp[0];
        en_1 <= temp[1];
        en_2 <= temp[2];
        en_3 <= temp[3];
        en_4 <= temp[4];
        en_5 <= temp[5];
        en_6 <= temp[6];
        en_7 <= temp[7];
        en_8 <= temp[8];
        en_9 <= temp[9];
        en_a <= temp[10];
        en_b <= temp[11];
        en_c <= temp[12];
        en_d <= temp[13];
        en_e <= temp[14];
        en_f <= temp[15];
        case(sour_reg)
            4'b0000 : begin
                sr <= reg_0;
            end
            4'b0001 : begin
                sr <= reg_1;
            end
            4'b0010 : begin
                sr <= reg_2;
            end
            4'b0011 : begin
                sr <= reg_3;
            end
            4'b0100 : begin
                sr <= reg_4;
            end
            4'b0101 : begin
                sr <= reg_5;
            end
            4'b0110 : begin
                sr <= reg_6;
            end
            4'b0111 : begin
                sr <= reg_7;
            end
            4'b1000 : begin
                sr <= reg_8;
            end
            4'b1001 : begin
                sr <= reg_9;
            end
            4'b1010 : begin
                sr <= reg_a;
            end
            4'b1011 : begin
                sr <= reg_b;
            end
            4'b1100 : begin
                sr <= reg_c;
            end
            4'b1101 : begin
                sr <= reg_d;
            end
            4'b1110 : begin
                sr <= reg_e;
            end
            4'b1111 : begin
                sr <= reg_f;
            end
        endcase
        case(reg_sel)
            4'b0000 : begin
                reg_out <= reg_0;
            end
            4'b0001 : begin
                reg_out <= reg_1;
            end
            4'b0010 : begin
                reg_out <= reg_2;
            end
            4'b0011 : begin
                reg_out <= reg_3;
            end
            4'b0100 : begin
                reg_out <= reg_4;
            end
            4'b0101 : begin
                reg_out <= reg_5;
            end
            4'b0110 : begin
                reg_out <= reg_6;
            end
            4'b0111 : begin
                reg_out <= reg_7;
            end
            4'b1000 : begin
                reg_out <= reg_8;
            end
            4'b1001 : begin
                reg_out <= reg_9;
            end
            4'b1010 : begin
                reg_out <= reg_a;
            end
            4'b1011 : begin
                reg_out <= reg_b;
            end
            4'b1100 : begin
                reg_out <= reg_c;
            end
            4'b1101 : begin
                reg_out <= reg_d;
            end
            4'b1110 : begin
                reg_out <= reg_e;
            end
            4'b1111 : begin
                reg_out <= reg_f;
            end
        endcase
    end
endmodule
</file>
<file path="flow/run.sh">
#!/bin/bash
# OpenROAD 26Q1-2900-gdf79404cd8, Yosys 0.63+post, stock flow scripts
make -C /OpenROAD-flow-scripts/flow DESIGN_CONFIG=/design/flow/config.mk WORK_HOME=/design/flow/orfs finish
</file>
==> out/results.tsv <==
stage	metric	value	unit
placement	I/O Buffers	333	
cts	PostCTS Resize Cnt	0	
grt	vias in the first global route	11200	
worst_setup_path	most used cell, CP	clkdlybuf4s50_1	
timing	clock period minus final worst setup slack	4.71	ns
floorplanning	Die Ht	178	um
grt	initial antenna violation count	3	
grt	first-pass GRT wire length	77400	um
min_path	hold path cells	4	
routing	vias per cell	6.68	
power	power per cell area	105	nW/um^2
status	status	complete, no violations	
grt	global-route usage over all layers	33.6	%
routing	drt pass-1 iters	11	
routing	DRC violation count after routing	0	
synthesis	Commonest cells post-synth	nor2_1 (113), a22oi_1 (109), a21oi_1 (97)	
floorplanning	Die X	178	um
placement	DP Wirelength	41500	um
floorplanning	Floorplan Utilization	26.6	%
timing	# setup viols final	0	
timing	max_slew headroom	39.8	%
floorplanning	Core Region	24500	um^2
power	Leakage	3.85	nW
worst_setup_path	WS Path Type	input port to output port	
power	peak supply drop	0.0000520	V
worst_setup_path	startpoint types	input port	
flow_run	tool warnings	32	
flow_run	max_cap viols	0	
synthesis	Cell Type Count	63	
synthesis	Synth Warn #	1	
placement	GPL Wtd Cong	1.07	
cells_and_area	register area	0	um^2
worst_setup_path	crit path max fanout	35	
timing	worst-margin pin slew	0.903	ns
timing	Final Hold Violation Tally	0	
cells_and_area	area delta synth->final	61.6	%
worst_setup_path	Cell Chain, Critical Path	clkdlybuf4s50_1, buf_12, or3b_2, nor2_1, a221o_1, a2111oi_0, a21oi_1, clkdlybuf4s50_1	
floorplanning	Top-Level Pins	333	
routing	wire per inst	33.8	um
timing	Final WS setup	0.288	ns
cells_and_area	logic area	5930	um^2
synthesis	top-count cell post-synth	nor2_1	
timing	Max Fclk	212	MHz
floorplanning	die area	31700	um^2
worst_setup_path	CP endpoint kind	output port	
synthesis	cell type with the largest total area	a22oi_1	
routing	1st-iter DRT viols	1557	
routing	via count	11000	
grt	largest net degree at the start of global routing	57	
placement	cell count after placement	1640	
timing	Slew Limit Fails	0	
worst_setup_path	Slowest Stage Delay on Critical Path	0.53	ns
worst_setup_path	Slowest cell on crit path	or3b_2	
min_path	Worst Hold End	dr[6]	
synthesis	Post-synth area hogs	a22oi_1 (13%), mux2i_1 (11%), a21oi_1 (7.5%)	
cells_and_area	Fill cells	2504	
synthesis	Synth Seq Share	0	%
cells_and_area	share of cells above drive strength 1	12.0	%
worst_setup_path	Worst Path Buf+Inv	3	
cts	hold_buf cts	0	
synthesis	Post-Syn Instances	989	
grt	total congestion overflow	0	
synthesis	top-area cell type share of the netlist area	12.6	%
cells_and_area	Flops	0	
synthesis	syn avg cell area	6.57	um^2
synthesis	post-synthesis cell count from yosys	989	
timing	RSZ-0062 raised after global routing	no	
synthesis	cell area after synthesis	6500	um^2
timing	setup tns final	0	ns
routing	final WL	55600	um
worst_setup_path	CP Data Required Time	4.00	ns
cts	postcts setup bufs	0	
routing	remaining antenna violation count	0	
timing	fin crit share	94.2	%
synthesis	Yosys chip area	6500	um^2
cells_and_area	CLK BUF	0	
min_path	Worst Hold Class	input port to output port	
cells_and_area	Layout Cells excl Fill	1644	
placement	pre-CTS WS	0.459	ns
floorplanning	num rows	57	
worst_setup_path	CP arrival	3.71	ns
cells_and_area	fin util	42.9	%
worst_setup_path	Crit path max-delay family	buffers and inverters	
power	overall power	1.10	mW
min_path	Hold Startpoint	reg_0[6]	
cell usage in the layout, fill, tap and decap left out, types with 7 or more instances in the layout:
cell               n
buf_2              7
a21o_1             7
nand3_1           39
nor3_1            13
o2bb2ai_1          7
a221oi_1          18
a221o_1           17
clkdlybuf4s50_1  326
o32a_1            11
and3_1            10
a31oi_1           28
a22oi_1          109
nor2_1           112
mux4_2            12
mux2_2            23
buf_4             98
nand2b_1          11
mux2i_1           70
a2111oi_0          7
inv_1             10
a21oi_1           97
nand2_1           52
o21ai_0           46
a22o_1            28
o22ai_1           48
nor2b_1           20
o21a_1            13
cells by family after synthesis:
kind of cell / Yosys count / synth area share (%)
compound gates: 481 / 51.7
simple gates: 283 / 20.4
buf+inv: 120 / 9.01
mux: 105 / 18.9
metrics by stage:
step	hold slack, ns	area (um^2)
floorplan	2.08	6500
global placement	3.03	10500
detailed placement	3.03	10500
CTS	3.04	10500
global route	3.06	10500
finish	3.03	10500
power by group:
part | leakage [nW] | internal (mW) | total [mW] | switching [mW]
Clock | 0.0000227 | 0.0000000793 | 0.0000000794 | 0
Combinational | 3.85 | 0.542 | 1.10 | 0.558
Sequential | 0 | 0 | 0 | 0
final cells by class:
| type | count | share of cell area (%) |
|---|---|---|
| diodes | 4 | 0.0953 |
| well taps | 324 | 3.86 |
| multi-input cells | 869 | 56.5 |
| inverters | 12 | 0.429 |
| repair buffers | 435 | 39.2 |
metal layers:
metal | GRT usage (%) | wire length, um | vias up
li1 | - | - | 4622
met1 | 42.8 | 21000 | 5067
met2 | 50.1 | 23700 | 1039
met3 | 11.8 | 7650 | 254
met4 | 15.1 | 3170 | 4
met5 | 0 | 56 | -
worst max path at each step:
stage | start | end | slack [ns] | depth (start not counted)
after global routing | dest_reg[2] | dr[6] | 0.23 | 8
after CTS | dest_reg[2] | dr[6] | 0.44 | 8
final | dest_reg[2] | dr[6] | 0.29 | 8
Power is estimated from default activity; no workload was simulated.
